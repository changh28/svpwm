File: ./run.sh
#!/bin/bash
# OpenROAD 26Q1-2900-gdf79404cd8, Yosys 0.63+post, stock flow scripts
make -C /OpenROAD-flow-scripts/flow DESIGN_CONFIG=/design/flow/config.mk WORK_HOME=/design/flow/orfs finish
File: ./design.v
`timescale 1ns / 100ps
module clark_transform (
	input logic clk, 
	input logic rst_n,
	input logic signed [15:0] a, b, c,
	output logic signed [15:0] alpha, beta, gamma
);
  parameter K1 = 2.0/3.0;
  parameter K2 = 1.0/3.0;
  parameter K3 = 1.0/$sqrt(3);
  always_ff @(posedge clk or negedge rst_n) begin
    if (!rst_n) begin
      alpha <= 16'b0;
      beta <= 16'b0;
      gamma <= 16'b0;
    end else begin
      alpha <= K1*a - K2*b - K2*c;
      beta <= K3*b - K3*c;
      gamma <= K2*a + K2*b + K2*c;
    end
  end
endmodule
File: ./config.mk
export PLATFORM = sky130hd
export DESIGN_NAME = clark_transform
export DESIGN_NICKNAME = clark_transform
export VERILOG_FILES = /design/flow/design.v
export SDC_FILE = /design/flow/constraint.sdc
export NUM_CORES = 4
export LEC_CHECK = 1
export CORE_AREA = 10 10 108 108
export DIE_AREA = 0 0 118 118
File: ./constraint.sdc
current_design clark_transform

set clk_period 1.0
set clk_io_pct 0.2

create_clock -name clk0 -period $clk_period [get_ports {clk}]

set non_clock_inputs [all_inputs -no_clocks]
set_input_delay [expr $clk_period * $clk_io_pct] -clock clk0 $non_clock_inputs
set_output_delay [expr $clk_period * $clk_io_pct] -clock clk0 [all_outputs]
==> flow_summary.toml <==
# physical design summary
[detailed_routing]
drc = 0
wl_per_cell_um = 13.3
num_vias = 1837
drtPass1Iterations = 4
initialDrtViolationCount = 70
diodes = 0
routed_via_density = 3.95
wirelength_um = 6190
ant_nets = 0

[floorplanning]
fp_util_pct = 20.0
core_um2 = 9280
io_pins = 98
rows = 35
die_w_um = 118
die_y_um = 118
dieArea_um2 = 13900

[placed_design]
io_buffers = 81
hpwl_um = 4690
dp.cells = 439
gp_congestion = 0.882

[layout]
fillerInstances = 893
area_growth_pct = 89.9
layout_top_cells = "52 x buf_4, 39 x buf_2, 32 x dfrtp_1"
final_cells = 465
fin_util_pct = 37.9
lay_top_count = "buf_4"
final_layout_size_suffix_gt1_share_pct = 51.8

[global_routing]
grt.overflow.total = 0
grt_usage_pct = 8.73
grt_pass1_vias = 1971
antenna_found_initial = 0
grt_pass1_wl_um = 10200
grt_max_degree = 33

[synth]
ys_ff = 32
yosys.area.top_type = "dfrtp_1"
ys_async_sr_fraction_pct = 100
synth_chip_area_um2 = 1850
netlist_instances = 187
ys.warnings.count = 9
yosysUniqueCellTypes = 43
synth_area_um2 = 1850
yosys_cells = 187
synth_top_area_share_pct = 43.2
topCellsByArea = "dfrtp_1 43%, ha_1 10%, buf_4 6.5%, inv_1 4.1%, a21oi_1 3.2%"
edf_count = 0
syn_area_per_cell_um2 = 9.91
seq_area_frac_synth_pct = 43.2
synthFlopType = "dfrtp_1"

[timing]
worst_slack_ns = -0.605
period_minus_slack_ns = 1.61
final-setup-viol-count = 13
finalHoldViolCount = 0
slew_viol_final = 0
max_freq_mhz = 623
rsz0062_at_grt = "true"
period_used_pct = 161
fin_setup_tns_ns = -5.77

[setup_path]
end_kind = "flop"
crit_path_start_kind = "input pin"
path_max_fanout = 2
critPathRequiredTime_ns = 1.16
critPathKind = "input pin to flop"
cp.arrival_ns = 1.77

[clock_network]
cts_tree = "done"
clock_path_buffers = 2
numCtsBuffers = 5
cts_sinks = 32
clk_pin_slew_worst_paths_ns = 0.06
cts-htree-levels = 2
cts_root_buffer = "clkbuf_8"

[pwr]
power_density_nw_per_um2 = 1190
peakVddDrop_uv = 574
p_leak_nw = 1.66

[flow_run]
maxCapViolations = 0
tool_warnings = 28

[run_status]
status = "finished with violations"
violations = "setup timing"

[min_path]
hold_path_class = "input pin to flop"
per-stage QoR:
| step | total power, W | hold WS [ns] | setup WS [ns] | instance area [um2] |
|---|---|---|---|---|
| after CTS | 0.00420 | 0.156 | -0.619 | 3490 |
| after global routing | 0.00448 | 0.160 | -0.670 | 3520 |
| after floorplan | 0.00202 | -0.0956 | -0.762 | 1980 |
| after detailed placement | 0.00288 | 0.590 | -1.47 | 3160 |
| after global placement | 0.00288 | 0.592 | -1.40 | 3160 |
| final | 0.00419 | 0.162 | -0.605 | 3520 |
sequential cells by signal, indices dropped and copies added, names as in the netlist:
signal / cells
alpha: 16
beta: 16
worst max-delay path, cell delays in order:
cell	delay, ns
buf_8	0.08
inv_8	0.03
ha_4	0.15
fa_2	0.38
nor2b_4	0.15
o2111ai_4	0.13
buf_6	0.15
a2111oi_4	0.29
nor3_2	0.09
xnor2_1	0.13
Yosys cell counts, types with 3 or more instances:
cell type  count
a21o_1         5
a21oi_1       12
and2_1         3
buf_4         16
dfrtp_1       32
ha_1          15
inv_1         20
nand2_1       10
nand3_1        5
nor2_1         9
nor2b_1        4
nor3_1         3
o21a_1         4
o21ai_0        5
xnor2_1        6
xor2_1         3
area by class of cell:
cell class                      count  area [um2]  share of cell area (%)
Multi-Input combinational cell    132        1240                    35.3
Clock buffer                        6        72.6                    2.06
Timing Repair Buffer              144        1120                    31.8
Inverter                           20        85.1                    2.42
Clock inverter                      2        35.0                   0.996
Tap cell                          129         161                    4.59
Sequential cell                    32         801                    22.8
kinds of logic (layout without fill, tap and decap cells):
logic type,Yosys count,after routing,synth area share [%]
simple gates,44,44,12.1
xor+xnor,9,9,4.25
fa+ha+maj,16,16,11.2
buf+inv,38,172,11.4
mux,1,1,0.540
flops,32,32,43.2
other cells,1,16,0.202
compound gates,46,46,17.1
final timing paths:
path                       start  endpoint  cells after the start
worst min-delay path        c[0]   beta[0]                      3
min in group asynchronous  rst_n   beta[1]                      2
max in group asynchronous  rst_n   beta[0]                      2
worst max-delay path        b[0]  beta[14]                     10
per-layer routing:
layer,track usage (%),wire length (um)
met1,12.9,3170
met2,13.1,2600
met3,2.04,337
met4,0.927,76
met5,0,0
power breakdown:
part | internal (W) | switching (W) | leakage (nW) | total [W]
Sequential | 0.00145 | 0.0000329 | 0.372 | 0.00148
Combinational | 0.000874 | 0.000631 | 1.23 | 0.00151
Clock | 0.000739 | 0.000456 | 0.0552 | 0.00119
Total | 0.00306 | 0.00112 | 1.66 | 0.00419
timing repair:
item                       in CTS  in global routing
pin swaps                      43                 28
hold buffers                    0                  0
setup buffers                  15                  3
resized                       235                 14
setup endpoints to repair      47                 15
gates cloned                    0                  0
No activity file was given, so power comes from the tool's default toggle rates.
